--- flow/design.v ---
module MPQ(clk,rst,data_valid,data,cmd_valid,cmd,index,value,busy,RAM_valid,RAM_A,RAM_D,done);
input clk;
input rst;
input data_valid;
input [7:0] data;
input cmd_valid;
input [2:0] cmd;
input [7:0] index;
input [7:0] value;
output reg busy;
output reg RAM_valid;
output reg[7:0]RAM_A;
output reg [7:0]RAM_D;
output reg done;
reg [7:0] a [15:0]; 
reg [2:0] cs,ns;
reg [3:0] read_counter;
reg [2:0] up_counter;
reg [2:0] down_counter;
reg [3:0] write_counter,max_heap;
parameter read=3'd0,hold=3'd1,up_build=3'd2,down_build=3'd3,ex_max=3'd4,inc_val=3'd5,ins_val=3'd6,write=3'd7,finish=3'd8; 
always@(posedge clk or posedge rst)begin
	if(rst)begin	
		cs <= read;
	end
	else begin
		cs <= ns;
	end
end
always@(*)begin
	case(cs)
		read:
		begin
			if(read_counter==4'd11)begin 
				ns = hold;
			end
			else begin
				ns = read;
			end
		end
		hold: 
		begin
			if(cmd == 3'd0)begin
				ns = up_build;
			end
			else if(cmd == 3'd1)begin
				ns = ex_max;
			end
			else if(cmd == 3'd2)begin
				ns = inc_val;
			end
			else if(cmd == 3'd3)begin
				ns = ins_val;
			end
			else if(cmd == 3'd4)begin
				ns = write;
			end
			else begin
				ns = hold;
			end
		end
		up_build: 
		begin
			if(up_counter==3'd0)begin
				ns = down_build;
			end
			else begin
				ns = up_build;
			end
		end
		down_build: 
		begin
			if(((down_counter<<1)+4'd1)>=(max_heap-4'd1))begin
				ns = hold;
			end
			else begin
				ns = down_build;
			end
		end
		ex_max:ns=up_build;	 
		inc_val:ns=up_build;		 
		ins_val:ns=up_build;		 
		write: 
		begin
			if(write_counter== max_heap+4'd1)begin
				ns = finish;
			end
			else begin
				ns = write;
			end
		end
		finish:ns = read;
		default:ns = read;
	endcase
end
always@(*)begin
	if(cs==hold) busy = 1'd0;
	else busy = 1'd1;
end
always@(posedge clk or posedge rst)begin
	if(rst)begin
		done<=1'd0;
	end
	else begin
		if(cs==write && write_counter== max_heap+4'd1) done <= 1'd1;
		else done <= 1'd0;
	end
end
always@(*)begin
	if(cs==write) RAM_valid=1'd1;
	else RAM_valid=1'd0;
end
always@(posedge clk or posedge rst)begin
	if(rst)begin
		read_counter<=4'd0;
	end
	else begin
		if(cs==read && read_counter<4'd11)begin 
			read_counter<=read_counter+4'd1;
		end
		else begin
			read_counter<=4'd0;
		end
	end
end
always@(posedge clk or posedge rst)begin
	if(rst)begin
		up_counter<=3'd0;
	end
	else if(cs==hold && cmd ==3'd0)begin 
		up_counter<=(max_heap-4'd1)>>1;  
	end
	else if(cs==ex_max)begin 
		up_counter<=(max_heap-4'd2)>>1;
	end
	else if(cs==inc_val)begin 
		up_counter<=(max_heap-4'd1)>>1;
	end
	else if(cs==ins_val)begin 
		up_counter<=(max_heap)>>1;
	end		
	else if(cs==up_build && ((up_counter<<1)+4'd1)<= max_heap && up_counter>3'd0)begin 
		up_counter<=up_counter-3'd1;
	end
	else begin
		up_counter<=3'd0;
	end
end
always@(posedge clk or posedge rst)begin
	if(rst)begin
		down_counter<=3'd0;
	end
	else if(cs==down_build && down_counter>=3'd0 && ((down_counter<<1)+4'd1)< (max_heap-4'd1))begin 
		down_counter<=down_counter+3'd1;
	end
	else begin
		down_counter<=3'd0;
	end
end
always@(posedge clk or posedge rst)begin
	if(rst)begin
		write_counter<=4'd0;
	end
	else if(cs==hold && cmd==3'd4)begin
		write_counter<=write_counter+4'd1;
	end
	else if(cs==write && write_counter>=4'd0 && write_counter<max_heap+4'd1)begin 
		write_counter<=write_counter+4'd1;
	end
	else if(cs==write && write_counter>=4'd0 && write_counter== max_heap+4'd1)begin 
		write_counter<=4'd0;
	end
	else begin
		write_counter<=write_counter;
	end
end
always@(posedge clk or posedge rst)begin
	if(rst)begin
		max_heap<=4'd0;
	end
	else begin
		if(cs==read)begin
			max_heap<=4'd11;
		end
		else if(cs==ex_max)begin 
			max_heap<=max_heap-4'd1;
		end
		else if(cs==ins_val)begin  
			max_heap<=max_heap+4'd1;
		end
		else begin
			max_heap<=max_heap;
		end
	end
end
always@(posedge clk or posedge rst)begin
	if(rst)begin
		a[0]<=8'd0;
		a[1]<=8'd0;
		a[2]<=8'd0;
		a[3]<=8'd0;
		a[4]<=8'd0;
		a[5]<=8'd0;
		a[6]<=8'd0;
		a[7]<=8'd0;
		a[8]<=8'd0;
		a[9]<=8'd0;
		a[10]<=8'd0;
		a[11]<=8'd0;
		a[12]<=8'd0;
		a[13]<=8'd0;
		a[14]<=8'd0;
		a[15]<=8'd0;
	end
	else begin
		if(cs==read && read_counter>=4'd0 && read_counter<4'd12)begin 
			a[read_counter] <= data;
		end
		else if(cs==up_build)begin 
			if(((up_counter<<1)+4'd1)<= max_heap && a[(up_counter<<1)+4'd1]>a[up_counter] && a[(up_counter<<1)+4'd1]>=a[(up_counter<<1)+4'd2])begin 
				a[up_counter]<=a[(up_counter<<1)+4'd1];
				a[(up_counter<<1)+4'd1]<=a[up_counter];
			end
			else if(((up_counter<<1)+4'd2)<= max_heap && a[(up_counter<<1)+4'd2]>a[up_counter] && a[(up_counter<<1)+4'd2]>a[(up_counter<<1)+4'd1])begin 
				a[up_counter]<=a[(up_counter<<1)+4'd2];
				a[(up_counter<<1)+4'd2]<=a[up_counter];
			end
			else begin
				a[up_counter]<=a[up_counter];
			end
		end
		else if(cs==ex_max)begin
			a[0]<=a[max_heap]; 
			a[max_heap]<=8'd0;
		end
		else if(cs==down_build)begin  
			if(((down_counter<<1)+4'd1) <= max_heap && a[(down_counter<<1)+4'd1]>a[down_counter] && a[(down_counter<<1)+4'd1]>=a[(down_counter<<1)+4'd2])begin 
				a[down_counter]<=a[(down_counter<<1)+4'd1];
				a[(down_counter<<1)+4'd1]<=a[down_counter];
			end
			else if(((down_counter<<1)+4'd2)<= max_heap && a[(down_counter<<1)+4'd2]>a[down_counter] && a[(down_counter<<1)+4'd2]>a[(down_counter<<1)+4'd1])begin 
				a[down_counter]<=a[(down_counter<<1)+4'd2];
				a[(down_counter<<1)+4'd2]<=a[down_counter];
			end
			else begin
				a[down_counter]<=a[down_counter];
			end
		end	
		else if(cs==hold && cmd==3'd2)begin 
			if(value>a[index])begin	
				a[index]<=value;
			end
			else begin
				a[index]<=a[index];
			end
		end
		else if(cs==hold && cmd==3'd3)begin 
			a[max_heap+1]<=value;
		end
		else if(cs==finish)begin
			a[0]<=8'd0;
			a[1]<=8'd0;
			a[2]<=8'd0;
			a[3]<=8'd0;
			a[4]<=8'd0;
			a[5]<=8'd0;
			a[6]<=8'd0;
			a[7]<=8'd0;
			a[8]<=8'd0;
			a[9]<=8'd0;
			a[10]<=8'd0;
			a[11]<=8'd0;
			a[12]<=8'd0;
			a[13]<=8'd0;
			a[14]<=8'd0;
			a[15]<=8'd0;
		end
		else begin
			a[read_counter] <= a[read_counter];
		end
	end
end
always@(posedge clk or posedge rst)begin
	if(rst)begin
		RAM_D<=8'd0;
	end
	else begin
		if(cs==write && write_counter<max_heap+4'd1)begin 
			RAM_D<=a[write_counter];
		end
		else if(cs==hold &&cmd==3'd4)begin
			RAM_D<=a[write_counter];
		end
		else begin
			RAM_D<=RAM_D;
		end
	end
end
always@(posedge clk or posedge rst)begin
	if(rst)begin
		RAM_A<=8'd0;
	end
	else begin
		if(cs==write && write_counter<max_heap+4'd1)begin 
			RAM_A<=RAM_A+8'd1;
		end
		else if(cs==finish)begin
			RAM_A<=8'd0;
		end
		else begin
			RAM_A<=RAM_A;
		end
	end
end
endmodule
--- flow/run.sh ---
#!/bin/bash
# OpenROAD 26Q1-2900-gdf79404cd8, Yosys 0.63+post, stock flow scripts
make -C /OpenROAD-flow-scripts/flow DESIGN_CONFIG=/design/flow/config.mk WORK_HOME=/design/flow/orfs finish
--- flow/config.mk ---
export PLATFORM = sky130hd
export DESIGN_NAME = MPQ
export DESIGN_NICKNAME = MPQ
export VERILOG_FILES = /design/flow/design.v
export SDC_FILE = /design/flow/constraint.sdc
export NUM_CORES = 4
export LEC_CHECK = 1
export CORE_UTILIZATION = 30
--- flow/constraint.sdc ---
current_design MPQ

set clk_period 10.3
set clk_io_pct 0.2

create_clock -name clk0 -period $clk_period [get_ports {clk}]

set non_clock_inputs [all_inputs -no_clocks]
set_input_delay [expr $clk_period * $clk_io_pct] -clock clk0 $non_clock_inputs
set_output_delay [expr $clk_period * $clk_io_pct] -clock clk0 [all_outputs]
==> impl_metrics.toml <==
# yosys + openroad results
[run_status]
status = "finished, final reports clean"

[synth]
synth_flops = 171
synth.avg_cell_area_um2 = 7.92
synth_cell_types = 104
edf_count = 0
yosysMostFrequentCell = "nand2_1"
syn-cell-area_um2 = 21200
netlist_top_cells_count = "225 x nand2_1, 190 x clkbuf_1, 180 x a21oi_1"
async_reset_ff_frac = 1.00
synth_cells = 2672
yosys-stat-area_um2 = 21200
yosys.area.top_type = "dfrtp_1"
ys_cells = 2672
yosys-top-cells-area = "dfrtp_1 20%, mux2_2 8.8%, ha_1 7.2%, a21oi_1 4.3%, nand2_1 4.0%"
synth.top_cell.area_share = 0.201
ys_warn_count = 3
yosys_most_used_dff = "dfrtp_1"
ys_seq_frac = 0.202

[job]
warnings = 73
maxCapViolations = 0

[setup_path]
critical_path_class = "flop to flop"
worstPathRequired_ns = 10.71
cp_top_family = "AND-OR/OR-AND gates"
max_stage_delay_ns = 0.90
endpoint_kind = "flop"
cp_num_buf_inv = 5
crit_path_max_fanout = 42
crit_path_start_kind = "flop"
crit_arrival_ns = 8.04
critical_path.cell_chain = "buf_4, inv_1, ha_2, buf_4, nor4_1, buf_4, nand2b_1, o21ai_0, inv_1, ha_1, nand4_1, o22ai_1, o21bai_1, o211ai_2, o211ai_4, or4_1, mux2_1"
critPathSlowestCell = "or4_1"
crit_top_cell = "buf_4"

[final_timing]
fmax_mhz = 131
slew_viol_final = 0
worstMarginPinSlew_ns = 1.12
rsz0062_at_grt = "false"
slew_headroom = 0.247
fin_tns_setup_ns = 0
fin_crit_ns = 7.63
hold_violations = 0
setup_viol = 0
skew_ns = 0.0169
post-route-period-util = 0.741

[route]
firstDrtPassIters = 13
drt_iter0_drc = 4029
avgRoutedWirePerCell_um = 33.8
drcViolationCount = 0
vias = 24400
routed_via_density = 6.88
antenna_left = 0
wl_um = 119000

[grt]
track_usage = 0.336
overflow = 0
antenna_found_initial = 2
gr-usage-met1 = 0.437
grt_pass1_vias = 22400
grt_pass1_wl_um = 169000
top_usage_layer = "met2"
grtUsageMet3 = 0.161
met2_usage = 0.453
grt_max_degree = 57

[place]
hpwl_um = 85500
gp_congestion = 1.12
port_buffers = 43

[clock_network]
clock_sinks = 171
post_cts_resized = 0
clkTransAtPathRegs_ns = 0.08
cts_root_buf = "clkbuf_16"
cts_made_buffers = 17
cts_tree = "done"
htree_levels = 4
cts_setup_buffers = 0
cts_hold_buf = 0
cts_buffer_depth = 2
worst_skew_pair.late_latency_ns = 0.53

[floorplan]
fp.coreArea_um2 = 69900
die_h_um = 268
rows = 97
die_area_um2 = 71600
boundaryPins = 50
fp_util = 0.303
die_x_um = 268

[worst_hold_path]
hold_path.class = "flop to flop"

[finish]
final_layout_size_suffix_gt1_frac = 0.157
syn2layout_area_growth_pct = 10.1
[area by class of cell]
type                       count  area, µm²
fill                        7349      46600
multi-input combinational   2126      15400
sequential                   171       4280
timing repair buffer         183       1480
tap                          940       1180
clock buffer                  17        425
inverter                      84        320
clock inverter                15        201
antenna                        1       2.50
[cell usage in the layout, fill, tap and decap left out, drive strengths merged, types with 28 or more instances in the layout]
cell type	instances
nor2	167
o211ai	50
clkdlybuf4s50	43
a21oi	182
mux2	172
buf	140
a22o	29
o21ai	176
dfrtp	170
ha	122
mux2i	71
a221oi	47
nor3	29
nor2b	39
a32oi	28
inv	86
a31oi	57
a222oi	66
nand4	34
o221ai	31
nand2	227
nand3	86
a22oi	90
and2	36
[worst paths after layout]
path | cells past startpoint | startpoint | slack (ns) | to
setup / recovery | 17 | up_counter[2]$_DFF_PP0_ | 2.67 | a[8][3]$_DFFE_PP0P_
hold / removal | 1 | down_counter[0]$_DFF_PP0_ | 0.49 | down_counter[0]$_DFF_PP0_
setup reg to reg | 17 | up_counter[2]$_DFF_PP0_ | 2.67 | a[8][3]$_DFFE_PP0P_
hold reg to reg | 1 | down_counter[0]$_DFF_PP0_ | 0.49 | down_counter[0]$_DFF_PP0_
max in group asynchronous | 4 | rst | 6.61 | read_counter[2]$_DFF_PP0_
min in group asynchronous | 2 | rst | 1.93 | done$_DFF_PP0_
[state kept, by name (all words and copies together), names as in the netlist]
signal	count
max_heap	4
done	1
read_counter	4
cs	8
RAM_A	8
RAM_D	8
a	128
up_counter	3
write_counter	4
down_counter	3
[metrics by stage]
stage	util	hold WS [ns]	instances	area (µm²)	setup WS (ns)
after floorplan	-	0.456	2672	21200	3.61
after global placement	0.324	0.480	3504	22700	2.45
after detailed placement	0.324	0.489	3504	22700	2.45
after CTS	0.333	0.499	3536	23300	2.93
after global routing	0.333	0.528	3536	23300	2.47
final	0.333	0.492	3537	23300	2.67
[logic make-up after synthesis]
kind of cell / count (synthesis) / synth area share
muxes: 249 / 0.132
xor gates and xnor gates: 13 / 0.00538
adders and majority gates: 123 / 0.0730
and+or+nand+nor: 728 / 0.168
DFF: 171 / 0.202
AOI/OAI and AO/OA: 1013 / 0.347
buffers and inverters: 375 / 0.0715
[metal layers]
layer / vias to the layer above / routed length [µm]
met5: - / 133
met4: 8 / 9590
met3: 532 / 18400
met2: 2085 / 46500
met1: 11500 / 44800
li1: 10200 / -
